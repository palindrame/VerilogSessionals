## flow/design.v

```verilog
`timescale 1ns / 1ps
module SevSeg (
input wire [3:0] sw,
output wire [6:0] a_to_g,
output wire [2:0] an,
output wire dp
); 
assign an = 3'b110;
assign dp =1;
hex7seg D1(.x(sw), .a_to_g(a_to_g));
endmodule
module hex7seg(
        input wire [3:0]x,
        output reg [6:0]a_to_g
);
always@(*)
begin
        case(x)
0: a_to_g = 7'b0000001;
1: a_to_g = 7'b1001111;
2: a_to_g = 7'b0010010;
3: a_to_g = 7'b0000110;
4: a_to_g = 7'b1001100;
5: a_to_g = 7'b0100100;
6: a_to_g = 7'b0100000;
7: a_to_g = 7'b0001111;
8: a_to_g = 7'b0000000;
9: a_to_g = 7'b0000100;
'hA: a_to_g = 7'b0001000;
'hB: a_to_g = 7'b1100000;
'hC: a_to_g = 7'b0110001;
'hD: a_to_g = 7'b1000010;
'hE: a_to_g = 7'b0110000;
'hF: a_to_g = 7'b0111000;
default: a_to_g = 7'b0000001;
endcase
end
endmodule
```

## flow/constraint.sdc

```tcl
current_design SevSeg

set clk_period 1.3
set clk_io_pct 0.2

create_clock -name clk0 -period $clk_period

set non_clock_inputs [all_inputs -no_clocks]
set_input_delay [expr $clk_period * $clk_io_pct] -clock clk0 $non_clock_inputs
set_output_delay [expr $clk_period * $clk_io_pct] -clock clk0 [all_outputs]
```

## flow/config.mk

```make
export PLATFORM = sky130hd
export DESIGN_NAME = SevSeg
export DESIGN_NICKNAME = SevSeg
export VERILOG_FILES = /design/flow/design.v
export SDC_FILE = /design/flow/constraint.sdc
export NUM_CORES = 4
export LEC_CHECK = 1
export CORE_AREA = 10 10 70 70
export DIE_AREA = 0 0 80 80
```

## flow/run.sh

```bash
#!/bin/bash
# OpenROAD 26Q1-2900-gdf79404cd8, Yosys 0.63+post, stock flow scripts
make -C /OpenROAD-flow-scripts/flow DESIGN_CONFIG=/design/flow/config.mk WORK_HOME=/design/flow/orfs finish
```

==> results.sh <==
# flow metrics
export IMPL_synthesis_area_per_instance_um2=7.02
export IMPL_timing_max_transition_violations_final=0
export IMPL_core_util_floorplan=0.0842
export IMPL_hold_buffers=0
export IMPL_rows=21
export IMPL_yosys_stat_chipArea_um2=288
export IMPL_max_clk_rate_ghz=0.709
export IMPL_syn_instance_count=41
export IMPL_post_route_cells_drive_above_1_share=0.667
export IMPL_number_of_cells_on_the_worst_hold_path=5
export IMPL_required_ps=1040
export IMPL_routedWlPerCell_um=9.46
export IMPL_intPower_w=0.0000959
export IMPL_groute_usage_overall=0.0312
export IMPL_final_core_utilization=0.179
export IMPL_total_switching_power_w=0.0000723
export IMPL_failed_checks="setup timing"
export IMPL_vdd_drop_max_mv=0.0526
export IMPL_setup_viol=5
export IMPL_grt_pass1_wl_um=1710
export IMPL_synth_yosys_warnings=1
export IMPL_drt_drc_violations_left=0
export IMPL_drt_initial_drc_count=21
export IMPL_run_status="finished, violations left"
export IMPL_drt_first_pass_iters=3
export IMPL_syn_to_final_growth_pct=113
export IMPL_arrival_ps=1150
export IMPL_crit_path_max_incr_delay_ps=230
export IMPL_placed_cells=105
export IMPL_antenna_violating_nets_post_route=0
export IMPL_yosysSeqAreaShare=0
export IMPL_gr_total_overflow=0
export IMPL_port_buffer_count=11
export IMPL_dp_hpwl_um=737
export IMPL_power_static_leakage_nw=0.274
export IMPL_place_congestion=0.868
export IMPL_chip_area_um2=6400
export IMPL_swShare=0.430
export IMPL_area_used_by_sequential_logic_in_the_layout_um2=0
export IMPL_clock_power_share=0
export IMPL_fin_crit_ps=1410
export IMPL_wirelength_um=1030
export IMPL_num_fill_cells=383
export IMPL_sequential_cell_total=0
export IMPL_share_seq_of_total_power=0
export IMPL_yosys_stat_cells=41
export IMPL_antenna_violations_before_repair=0
export IMPL_netlist_top_cell_by_area="ha_1"
export IMPL_core_area_um2=3420
export IMPL_critical_path_endpoint_type="output port"
export IMPL_master_of_the_slowest_instance_on_the_critical_path="or2_4"
export IMPL_power_density_cell_area_nw_per_um2=275
export IMPL_grt_max_degree=10
export IMPL_fin_cells=109
export IMPL_hold_viol_final=0
export IMPL_post_synth_most_frequent_cells="7 x ha_1, 5 x nand2_1, 5 x o21ai_1"
export IMPL_die_outline_height_um=80
export IMPL_detail_route_vias_per_cell=3.20
export IMPL_synth_area_um2=288
export IMPL_first_global_vias=345
export IMPL_die_w_um=80
export IMPL_grt_setup_unrepaired="yes"
export IMPL_power_frac_comb=1.000
export IMPL_synthDominantCellAreaShare=0.304
export IMPL_crit_path_cell_trace="buf_8 -> buf_6 -> ha_4 -> or2_4 -> a21oi_2 -> a31oi_1 -> buf_2"
export IMPL_via_count=349
export IMPL_distinct_lib_cells=21
export IMPL_netlist_top_cell_by_instances="ha_1"
export IMPL_fin_ws_ps=-110
export IMPL_boundaryPins=15
export IMPL_detail_route_antenna_diodes=0
export IMPL_critical_path_startpoint_type="primary input"
export IMPL_worstPathMaxFanout=4
export IMPL_worstHoldPathType="primary input to output port"
export IMPL_synthTopCellsByArea="ha_1 30%, buf_4 10%, o21ai_1 8.7%"
export IMPL_crit_type="primary input to output port"
export IMPL_layout_clock_buffers=0
export IMPL_timing_max_cap_violations=0
export IMPL_number_of_warnings_the_tools_reported=40
export IMPL_min_period_over_period=1.08
path summary, 6_finish.rpt:
kind  start   endpoint  slack (ps)
min   sw[2]  a_to_g[5]        1000
max   sw[0]  a_to_g[3]        -110
per-stage QoR:
step | hold WS (ps) | setup WS [ps] | setup TNS, ps | area (um^2) | power [W]
finish | 1000 | -110 | -352 | 612 | 0.000168
CTS | 998 | -110 | -416 | 592 | 0.000158
detailed placement | 1580 | -947 | -5940 | 499 | 0.000138
floorplan | 620 | 208 | 0 | 295 | 0.0000590
global route | 1040 | -176 | -717 | 612 | 0.000188
global placement | 1600 | -917 | -5790 | 499 | 0.000137
cell families after synthesis:
kind of cell    after synthesis  synth area share
mux                           2            0.0739
simple gates                  9             0.148
other cells                   2            0.0261
buf+inv                       9             0.200
compound gates               12             0.248
fa+ha+maj                     7             0.304
power groups by stage:
stage / sequential, W / combinational, W / clock [W]
6_report: 0 / 0.000168 / 0
5_1_grt: 0 / 0.000188 / 0
4_1_cts: 0 / 0.000158 / 0
timing repair:
action                                  CTS  global route
gates cloned                              1             0
pin swaps                                 8             5
endpoints found under the setup margin    7             7
resized                                  59             5
buffers inserted                          3             0
layout make-up:
type	count	area, um^2	area share
timing repair buffer	26	213	0.348
inverter	3	16.3	0.0266
multi-input combinational	34	325	0.532
tap	46	57.6	0.0941
cell usage in the layout, fill, tap and decap left out:
cell type,netlist,final
buf_6,1,4
o22ai_2,0,1
nand2_4,0,1
buf_2,1,8
o22ai_1,2,1
dlygate4sd2_1,0,2
a31oi_1,1,1
nand3_1,1,1
nand2b_1,1,1
a21oi_2,0,1
mux2i_1,1,1
buf_8,0,1
o21ai_2,0,1
inv_6,0,1
ha_4,0,4
nand2_1,5,2
o211ai_1,1,1
nand2_2,1,3
buf_12,0,1
ha_1,7,1
o21a_1,1,1
buf_4,4,10
inv_2,2,2
o21ai_1,5,4
ha_2,0,2
conb_1,2,4
a21boi_1,1,1
or2_4,0,1
mux2_4,0,1
per-layer routing:
metal | GRT usage | share of wire
met5 | 0 | 0
met4 | 0 | 0
met3 | 0.0114 | 0.10
met2 | 0.0465 | 0.39
met1 | 0.0442 | 0.50
worst max-delay path: cells and delay by family:
kind,cells,cell delay (ps)
simple gates,1,230
buf+inv,3,340
compound gates,2,180
fa+ha+maj,1,140
No activity file was given, so power comes from the tool's default toggle rates.
