==> flow/run.sh <==
#!/bin/bash
# OpenROAD 26Q1-2900-gdf79404cd8, Yosys 0.63+post, stock flow scripts
make -C /OpenROAD-flow-scripts/flow DESIGN_CONFIG=/design/flow/config.mk WORK_HOME=/design/flow/orfs finish
==> flow/config.mk <==
export PLATFORM = sky130hd
export DESIGN_NAME = UpCounter
export DESIGN_NICKNAME = UpCounter
export VERILOG_FILES = /design/flow/design.v
export SDC_FILE = /design/flow/constraint.sdc
export NUM_CORES = 4
export LEC_CHECK = 1
export CORE_AREA = 10 10 70 70
export DIE_AREA = 0 0 80 80
==> flow/constraint.sdc <==
current_design UpCounter

set clk_period 1.2
set clk_io_pct 0.2

create_clock -name clk0 -period $clk_period [get_ports {clk}]

set non_clock_inputs [all_inputs -no_clocks]
set_input_delay [expr $clk_period * $clk_io_pct] -clock clk0 $non_clock_inputs
set_output_delay [expr $clk_period * $clk_io_pct] -clock clk0 [all_outputs]
==> flow/design.v <==
`timescale 1ns / 1ps
module UpCounter(clk, res, y);
input clk, res;
output reg[3:0] y;
always @ (posedge clk)
begin
	if(res == 1'b 1 | y == 4'b 1111)
		y = 4'b 0000;
	else
		y = y + 1;
end
endmodule
==> summary.txt <==
Implementation results are summarized by area below.

Critical path
For the worst setup path, the data required time is 1.36 ns. The cell occurring most often along the worst timing path is sky130_fd_sc_hd__a21oi_1. The worst setup path is captured at a flip-flop.

The number of cells traversed by the worst register-to-register path is 5. The startpoint type of the worst setup path is a flip-flop. Looking at the critical path, the single cell with the biggest stage delay is sky130_fd_sc_hd__dfxtp_2. Traced cell by cell, the critical path runs through buf_4, ha_1, a21oi_1, o21ai_0, a21oi_1.

The number of buffers and inverters on the critical path is 1. The peak per-stage delay on the critical path is 0.31 ns. Per the timing report, the biggest fanout along the worst path comes to 3.

The timing report lists the critical path depth as 5 cells. The critical setup path kind is reg2reg. The data arrival time reported for the critical path is 1.23 ns.

The cell type group with the largest total delay on the critical path is AND-OR/OR-AND gates.

STA
Setup violations remaining at the end of the flow were counted as 0. The hold violation count in the final report is 0. The sum of negative setup slack is 0 ns. The post-route clock skew is 0.00146 ns.

For this run, the top clock speed supported by timing is 0.929 GHz. The shortest clock period the worst path allows after layout is 1.08 ns. The fraction of the cycle the final worst path needs is 89.7%. Setup repair after global routing left no endpoint under its margin.

The tightest slew margin relative to the limit is 87.2%. The final max-slew violation count recorded for this run is 0. Looking at the max-slew report, the worst-margin pin has a slew of 0.192 ns.

Setup slack closes at 0.123 ns.

Routing
The final antenna diode count is 0. In the post-route report, total wirelength is listed as 439 um. Using the TritonRoute via totals, the vias-per-cell ratio works out to 2.08.

TritonRoute reported its final design rule violation total as 0. The count of antenna-violating nets left after detailed routing is 0. Across all layers, the routed design uses 152 vias. In the final routed layout, each cell accounts on average for 6.01 um.

For this run, the detailed router's first-pass iteration total came to 1. For this block, the initial DRC count from the detailed router was 0.

Synthesis
The chip area estimate from yosys synthesis is 166 um^2. The main area contributors are sky130_fd_sc_hd__dfxtp_1 (48%), sky130_fd_sc_hd__ha_1 (7.5%), sky130_fd_sc_hd__nor3b_2 (7.5%). Synthesis produced a netlist whose cell count is 15. The count of different cell masters after synthesis is 11. The part of the Yosys area used for sequential elements is 48.1%.

The synthesized netlist was found by Yosys to have 15 cells. The flip-flop and latch count after synthesis is 4. Per the synthesis report, the single largest cell type by area occupies 48.1% of cell area.

The post-synthesis average cell area is 11.1 um^2. The number of warning messages in the yosys log is 1. The library cell occupying the most area in the post-synthesis netlist is sky130_fd_sc_hd__dfxtp_1. The total standard cell area after synthesis is 166 um^2.

Global route
The via count of the first global-routing pass is 165. The total overflow left after global routing is 0. The wire length of the first global-routing pass is 779 um. The largest net degree at the start of global routing is 5. Global routing used 1.60% of the available tracks across all layers.

The initial antenna violation count is 0.

Floorplan
The report lists the number of standard-cell rows as 21. The core utilization before placement is 4.87%. The number of top-level design ports is 6.

The vertical die dimension is 80 um. The floorplan die area is 0.00640 mm^2. The core area is 0.00342 mm^2. The horizontal die dimension is 80 um.

Placement
The number of instances in the placed design is 68. The count of port buffers added during placement is 5. The detailed placer's ending HPWL is 356 um. The worst setup timing slack at the placement stage is 0.0949 ns. The final weighted congestion recorded by global placement is 0.645.

Clocking
The buffer levels on the longest clock path is 2. Looking at the clock tree report, the H-tree level count equals 1. The register clock-pin slew on the reported worst setup and hold paths is 0.03 ns. For the worst-skew pair, the clock arrives at the later sink with an insertion delay of 0.23 ns.

The TritonCTS buffer count is 3. The tree built by TritonCTS fans out to 4 sinks. The clock tree from TritonCTS is built. Clock tree synthesis selected as its root buffer the cell sky130_fd_sc_hd__clkbuf_4.

Buffers inserted to repair hold after CTS numbered 0.

Run
The number of maximum-capacitance violations recorded for the run is 0. The count of tool warnings is 25.

Finish
The register with the most flip-flops in the layout has 4 of them. The ratio of cells with drive above 1 in the final layout is 44.4%. The register area is 82.6 um^2. The number of standard cells in the final layout excluding fillers is 73. In this run the layout overhead on the synthesized area is reported as 94.7%. The final-layout fill cell count is 408. Ranking logic cells in the layout by count gives the top entries sky130_fd_sc_hd__dlygate4sd2_1 (4), sky130_fd_sc_hd__buf_4 (4), sky130_fd_sc_hd__clkbuf_4 (3).

The area taken by multi-input combinational cells is reported as 82.6 um^2.

Status
The run finished with clean final reports.

Power and ir drop
Summed over all cells, the static leakage comes to 0.000127 uW. The worst ir drop on vdd is 233 uV. The report lists the power per cell area as 1110 mW/mm^2.

Worst hold path
The number of instances on the worst hold path is 2. The type of the worst min-delay path is reg2reg.
-- report_power, final --
part	internal, uW	switching, uW	total, uW	leakage (uW)
combinational	34.1	18.5	52.6	0.0000799
clock	111	47.0	158	0.0000138
sequential	144	3.74	147	0.0000334
total	289	69.3	358	0.000127
-- cells by family (layout without fill, tap and decap cells) --
| logic type | after synthesis | count (layout) | share of synthesized area, % |
|---|---|---|---|
| compound gates | 3 | 3 | 9.02 |
| flops | 4 | 4 | 48.1 |
| simple gates | 5 | 5 | 27.8 |
| buf+inv | 1 | 13 | 2.25 |
| fa+ha+maj | 1 | 1 | 7.52 |
| xor+xnor | 1 | 1 | 5.26 |
-- routing by layer --
layer	global-route usage, %	up-vias	routed length, um
met5	0	-	0
met4	1.23	0	17
met3	0.909	2	28
met2	2.65	1	261
met1	1.40	70	131
li1	-	79	-
-- worst register-to-register path: cells and delay by family (launching register included) --
kind / cells / cell delay [ns]
AOI/OAI and AO/OA: 3 / 0.34
DFF: 1 / 0.31
adders and majority gates: 1 / 0.23
buffers and inverters: 1 / 0.13
-- synthesized netlist by cell type, drive strengths merged --
| cell | n |
|---|---|
| o21ai | 1 |
| nor2 | 1 |
| and3 | 1 |
| a21oi | 2 |
| nor3 | 1 |
| inv | 1 |
| ha | 1 |
| dfxtp | 4 |
| xnor2 | 1 |
| nand4b | 1 |
| nor3b | 1 |
-- per-stage QoR --
| stage | utilization [%] | instance area [um^2] | hold slack, ns | total power (uW) |
|---|---|---|---|---|
| 6_report | 9.49 | 324 | 0.502 | 358 |
| 5_1_grt | 9.49 | 324 | 0.555 | 385 |
| 3_5_place_dp | 8.46 | 289 | 0.502 | 199 |
| 3_3_place_gp | 8.46 | 289 | 0.507 | 198 |
| 2_1_floorplan | - | 166 | 0.309 | 167 |
| 4_1_cts | 9.49 | 324 | 0.506 | 369 |
-- worst paths after layout --
| check | from | to | slack, ns |
|---|---|---|---|
| worst max-delay path | y[0] | y[3] | 0.12 |
| worst min-delay path | y[3] | y[3] | 0.50 |
| worst max register to register | y[0] | y[3] | 0.12 |
| worst min register to register | y[3] | y[3] | 0.50 |
-- repair_timing --
action | CTS | global route
setup buffers | 2 | 0
endpoints found under the setup margin | 4 | 0
resized | 6 | 0
-- layout make-up --
class,count,area share (%)
well taps,46,17.8
multi-input cells,10,25.5
flip-flops and latches,4,25.5
repair buffers,9,23.2
clock buffers,3,6.95
inverters,1,1.16
Power figures rest on the tool's default switching activity, not on a simulated workload.
